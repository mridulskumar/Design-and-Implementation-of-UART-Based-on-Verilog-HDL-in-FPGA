===== flow/config.mk =====
export PLATFORM = sky130hd
export DESIGN_NAME = uart_top
export DESIGN_NICKNAME = uart_top
export VERILOG_FILES = /design/flow/design.v
export SDC_FILE = /design/flow/constraint.sdc
export NUM_CORES = 4
export LEC_CHECK = 1
export CORE_UTILIZATION = 30

===== flow/constraint.sdc =====
current_design uart_top

set clk_period 2.7
set clk_io_pct 0.2

create_clock -name clk0 -period $clk_period [get_ports {i_clk}]

set non_clock_inputs [all_inputs -no_clocks]
set_input_delay [expr $clk_period * $clk_io_pct] -clock clk0 $non_clock_inputs
set_output_delay [expr $clk_period * $clk_io_pct] -clock clk0 [all_outputs]

===== flow/design.v =====
`timescale 1ns / 1ps
module baud_gen #(
    parameter CLK_FREQ = 50_000_000,
    parameter BAUD_RATE = 9600
) (
    input wire i_clk,
    input wire i_rst_n,
    output reg o_baud_tick_16x
);
localparam DIVISOR = CLK_FREQ / (BAUD_RATE * 16);
reg [$clog2(DIVISOR)-1:0] r_counter = 0;
always @(posedge i_clk or negedge i_rst_n) begin
    if (!i_rst_n) begin
        r_counter <= 0;
        o_baud_tick_16x <= 1'b0;
    end else begin
        if (r_counter == DIVISOR - 1) begin
            r_counter <= 0;
            o_baud_tick_16x <= 1'b1;
        end else begin
            r_counter <= r_counter + 1;
            o_baud_tick_16x <= 1'b0;
        end
    end
end
endmodule
`timescale 1ns / 1ps
module uart_rx (
    input wire i_clk,
    input wire i_rst_n,
    input wire i_rx_serial,
    input wire i_baud_tick_16x,
    output reg [7:0] o_rx_data,
    output reg o_rx_valid
);
localparam STATE_IDLE = 2'b00;
localparam STATE_START = 2'b01;
localparam STATE_DATA = 2'b10;
localparam STATE_STOP = 2'b11;
reg [1:0] r_state = STATE_IDLE;
reg [3:0] r_tick_count = 0;
reg [2:0] r_bit_count = 0;
reg [7:0] r_rx_data_reg = 0;
reg r_rx_prev = 1'b1;
wire w_start_edge = r_rx_prev & ~i_rx_serial;
always @(posedge i_clk or negedge i_rst_n) begin
    if (!i_rst_n) begin
        r_rx_prev <= 1'b1;
    end else begin
        r_rx_prev <= i_rx_serial;
    end
end
always @(posedge i_clk or negedge i_rst_n) begin
    if (!i_rst_n) begin
        r_state <= STATE_IDLE;
        o_rx_valid <= 1'b0;
        r_tick_count <= 0;
        r_bit_count <= 0;
        r_rx_data_reg <= 0;
        o_rx_data <= 0;
    end else begin
        o_rx_valid <= 1'b0;
        case (r_state)
            STATE_IDLE: begin
                if (w_start_edge) begin
                    r_tick_count <= 0;
                    r_state <= STATE_START;
                end
            end
            STATE_START: begin
                if (i_baud_tick_16x) begin
                    if (r_tick_count == 7) begin
                        if (i_rx_serial == 1'b0) begin
                            r_tick_count <= 0;
                            r_bit_count <= 0;
                            r_state <= STATE_DATA;
                        end else begin
                            r_state <= STATE_IDLE;
                        end
                    end else begin
                        r_tick_count <= r_tick_count + 1;
                    end
                end
            end
            STATE_DATA: begin
                if (i_baud_tick_16x) begin
                    if (r_tick_count == 7) begin
                        r_rx_data_reg[r_bit_count] <= i_rx_serial;
                    end
                    if (r_tick_count == 15) begin
                        r_tick_count <= 0;
                        if (r_bit_count == 7) begin
                            r_state <= STATE_STOP;
                        end else begin
                            r_bit_count <= r_bit_count + 1;
                        end
                    end else begin
                        r_tick_count <= r_tick_count + 1;
                    end
                end
            end
            STATE_STOP: begin
                if (i_baud_tick_16x) begin
                    if (r_tick_count == 15) begin
                        if (i_rx_serial == 1'b1) begin
                            o_rx_data <= r_rx_data_reg;
                            o_rx_valid <= 1'b1;
                        end
                        r_state <= STATE_IDLE;
                    end else begin
                        r_tick_count <= r_tick_count + 1;
                    end
                end
            end
            default: r_state <= STATE_IDLE;
        endcase
    end
end
endmodule
`timescale 1ns / 1ps
module uart_top #(
    parameter CLK_FREQ = 50_000_000,
    parameter BAUD_RATE = 19200
) (
    input wire i_clk,
    input wire i_rst_n,
    input wire [7:0] i_tx_data,
    input wire i_tx_start,
    output wire o_tx_serial,
    output wire o_tx_busy,
    input wire i_rx_serial,
    output wire [7:0] o_rx_data,
    output wire o_rx_valid
);
    wire w_baud_tick_16x;
    baud_gen #(
        .CLK_FREQ(CLK_FREQ),
        .BAUD_RATE(BAUD_RATE)
    ) u_baud_gen (
        .i_clk(i_clk),
        .i_rst_n(i_rst_n),
        .o_baud_tick_16x(w_baud_tick_16x)
    );
    uart_tx u_uart_tx (
        .i_clk(i_clk),
        .i_rst_n(i_rst_n),
        .i_tx_data(i_tx_data),
        .i_tx_start(i_tx_start),
        .i_baud_tick_16x(w_baud_tick_16x),
        .o_tx_serial(o_tx_serial),
        .o_tx_busy(o_tx_busy)
    );
    uart_rx u_uart_rx (
        .i_clk(i_clk),
        .i_rst_n(i_rst_n),
        .i_rx_serial(i_rx_serial),
        .i_baud_tick_16x(w_baud_tick_16x),
        .o_rx_data(o_rx_data),
        .o_rx_valid(o_rx_valid)
    );
endmodule
`timescale 1ns / 1ps
module uart_tx (
    input wire i_clk,
    input wire i_rst_n,
    input wire [7:0] i_tx_data,
    input wire i_tx_start,
    input wire i_baud_tick_16x,
    output reg o_tx_serial,
    output reg o_tx_busy
);
    localparam STATE_IDLE = 2'b00;
    localparam STATE_START = 2'b01;
    localparam STATE_DATA = 2'b10;
    localparam STATE_STOP = 2'b11;
    reg [1:0] r_state;
    reg [3:0] r_tick_count;
    reg [2:0] r_bit_count;
    reg [7:0] r_tx_data_reg;
    always @(posedge i_clk or negedge i_rst_n) begin
        if (!i_rst_n) begin
            r_state <= STATE_IDLE;
            o_tx_busy <= 1'b0;
            o_tx_serial <= 1'b1;
            r_tick_count <= 0;
            r_bit_count <= 0;
            r_tx_data_reg <= 0;
        end else begin
            case (r_state)
                STATE_IDLE: begin
                    o_tx_serial <= 1'b1;
                    o_tx_busy <= 1'b0;
                    if (i_tx_start) begin
                        o_tx_busy <= 1'b1;
                        r_tx_data_reg <= i_tx_data;
                        r_tick_count <= 0;
                        r_state <= STATE_START;
                    end
                end
                STATE_START: begin
                    o_tx_serial <= 1'b0;
                    if (i_baud_tick_16x) begin
                        if (r_tick_count == 15) begin
                            r_tick_count <= 0;
                            r_state <= STATE_DATA;
                        end else begin
                            r_tick_count <= r_tick_count + 1;
                        end
                    end
                end
                STATE_DATA: begin
                    o_tx_serial <= r_tx_data_reg[r_bit_count];
                    if (i_baud_tick_16x) begin
                        if (r_tick_count == 15) begin
                            r_tick_count <= 0;
                            if (r_bit_count == 7) begin
                                r_state <= STATE_STOP;
                            end else begin
                                r_bit_count <= r_bit_count + 1;
                            end
                        end else begin
                            r_tick_count <= r_tick_count + 1;
                        end
                    end
                end
                STATE_STOP: begin
                    o_tx_serial <= 1'b1;
                    if (i_baud_tick_16x) begin
                        if (r_tick_count == 15) begin
                            r_tick_count <= 0;
                            r_state <= STATE_IDLE;
                        end else begin
                            r_tick_count <= r_tick_count + 1;
                        end
                    end
                end
                default: r_state <= STATE_IDLE;
            endcase
        end
    end
endmodule

===== flow/run.sh =====
#!/bin/bash
# OpenROAD 26Q1-2900-gdf79404cd8, Yosys 0.63+post, stock flow scripts
make -C /OpenROAD-flow-scripts/flow DESIGN_CONFIG=/design/flow/config.mk WORK_HOME=/design/flow/orfs finish

==> results.json <==
{
  "outcome": "finished, final reports clean",
  "vias": 1885,
  "ys.flop_type": "dfrtp_1",
  "overflow": 0,
  "grt_pass1_vias": 1816,
  "pwr_density_cell_nw_per_um2": 570,
  "p_leak_uw": 0.00149,
  "cts_buffer_depth": 2,
  "placed_cells": 367,
  "placed_cell_area_um2": 3110,
  "critPathTopFamily": "simple AND/OR/NAND/NOR gates",
  "avgViaCountPerCell": 4.92,
  "hp-class": "primary input to async pin",
  "antenna_found_initial": 0,
  "yosysCellCount": 243,
  "synth_cell_types": 52,
  "topCellsByArea": "dfrtp_1 48%, mux2_2 8.9%, ha_1 4.9%",
  "gp_congestion": 0.819,
  "worstPathCellList": "inv_1 > ha_1 > xor2_1 > nor4_1 > nand2_1 > a22o_1",
  "cts_buffers": 9,
  "fin_crit_sh_pct": 73.3,
  "max_freq_mhz": 505,
  "clock_skew_ns": 0.00530,
  "wl_per_cell_um": 12.5,
  "cts.clk_slew.worst_paths_ns": 0.06,
  "rrSetupSlack_ns": 0.72,
  "die_w_um": 98.4,
  "seqCellArea_um2": 1430,
  "path_buffers": 1,
  "cp.required_ns": 2.92,
  "drive_above_1_share_pct": 17.8,
  "max_stage_delay_ns": 0.51,
  "final-setup-viol-count": 0,
  "post-dp-hpwl_mm": 3.43,
  "hold_viol": 0,
  "pin_count": 23,
  "synth-seq-cells": 57,
  "core_um2": 8850,
  "n_fill_cell": 876,
  "antenna_cells": 0,
  "synth.avg_cell_area_um2": 11.5,
  "min_period_ns": 1.98,
  "syn_to_final_growth_pct": 19.6,
  "die_area_um2": 9690,
  "drtPass1Iterations": 6,
  "openroad.warnings": 29,
  "fin_tns_setup_ns": 0,
  "rsz0062_at_grt": "no",
  "ys_area_um2": 2790,
  "logic_area_um2": 1260,
  "relSlewSlack_pct": 56.1,
  "cts_tree": "done",
  "final_cell_area_um2": 3330,
  "synth-async-reset-ratio_pct": 100,
  "finalNonFillerCells": 383,
  "cts.sinks": 57,
  "cp-end-kind": "flip-flop",
  "yosysTopAreaCellShare_pct": 48.5,
  "clk_latency_ns": 0.32,
  "cp_max_fo": 7,
  "post-route-drc-count": 0,
  "ys_seq_share_pct": 51.3,
  "worst_slew_pin_slew_ns": 0.653,
  "synthCells": 243,
  "worst-endpoint-arrival_ns": 2.20,
  "grt_pass1_wl_mm": 8.56,
  "postCtsSetupBuffers": 0,
  "drv_slew": 0,
  "drt-total-wl_mm": 4.79,
  "syn_area_um2": 2790,
  "htreeDepth": 3,
  "track_usage_pct": 11.2,
  "fp.dieH_um": 98.4,
  "initial_core_util_pct": 31.5,
  "lay_top_count": "dfrtp_1",
  "ctsRootBufferMaster": "clkbuf_8",
  "ir_worst_vdd_mv": 0.408,
  "grt_max_degree": 26,
  "edf_count": 0,
  "yosysWarnings": 3,
  "cts_hold_buf": 0,
  "cts.repair.resized": 0,
  "antenna_left": 0,
  "cpMaxStageDelayCell": "nor4_1",
  "dr.first_iter.drc_count": 46,
  "cp-start-kind": "flip-flop",
  "portBuffers": 22,
  "top_area_cell": "dfrtp_1",
  "fp-row-count": 34,
  "critPathKind": "flip-flop to flip-flop",
  "final_cell_mix": "54 x dfrtp_1, 25 x nand2_1, 22 x mux2_2",
  "maxCapViolations": 0
}
==> worst register-to-register path: cells and delay by family (launching register included) <==
kind,cells,cell delay (ns)
fa+ha+maj,1,0.28
buf+inv,1,0.11
simple gates,2,0.63
compound gates,1,0.19
flops,1,0.46
xor+xnor,1,0.20
==> final cells by class <==
cell class,count,share of cell area [%]
Clock buffer,11,4.54
Clock inverter,5,2.33
Inverter,13,1.46
Multi-Input combinational cell,165,37.8
Sequential cell,57,42.9
Tap cell,108,4.05
Timing Repair Buffer,24,6.90
==> logic make-up (layout without fill, tap and decap cells) <==
| kind of cell | after synthesis | in the layout | share of synthesized area [%] |
|---|---|---|---|
| AND/OR/NAND/NOR | 74 | 74 | 14.5 |
| flip-flops | 57 | 57 | 51.3 |
| AND-OR/OR-AND | 45 | 45 | 11.5 |
| multiplexers | 26 | 26 | 11.5 |
| buffers and inverters | 21 | 53 | 3.50 |
| adder cells (fa/ha/maj) | 11 | 11 | 4.93 |
| XOR/XNOR | 9 | 9 | 2.83 |
==> cells in the mapped netlist, types with 3 or more instances <==
library cell  instances
a21oi_1               4
a22o_1                4
a311oi_1              3
a31oi_1               4
and3_1                4
buf_2                 3
dfrtp_1              54
dfstp_2               3
ha_1                 11
inv_1                13
mux2_2               22
nand2_1              25
nand2b_1              3
nand3_1               6
nand4_1               3
nor2_1                9
nor3_1                4
o21ai_0              10
o2bb2ai_1             6
xnor2_1               6
xor2_1                3
==> power breakdown <==
part	switching (µW)	total, µW	internal (µW)
clock network	323	889	566
registers	27.7	913	885
logic	45.5	97.7	52.3
total	396	1900	1500
==> layer usage <==
metal  share of wire (%)  vias up  global-route usage [%]  wire [µm]
met2                  44       34                    16.9       2120
met5                   0        -                       0          0
met3                 4.0        7                    2.89        193
met4                 1.9        0                    1.95         89
li1                    -      947                       -          -
met1                  50      897                    17.0       2380
==> worst paths after layout <==
check	startpoint	endpoint	depth (start not counted)
max reg2reg	u_uart_rx.r_bit_count[0]$_DFFE_PN0P_	u_uart_rx.r_rx_data_reg[2]$_DFFE_PN0P_	6
min	i_rst_n	u_uart_tx.o_tx_busy$_DFFE_PN0P_	1
min in group clk0	u_uart_rx.r_rx_data_reg[3]$_DFFE_PN0P_	u_uart_rx.r_rx_data_reg[3]$_DFFE_PN0P_	1
min reg2reg	u_uart_rx.r_rx_data_reg[3]$_DFFE_PN0P_	u_uart_rx.r_rx_data_reg[3]$_DFFE_PN0P_	1
max	u_uart_rx.r_bit_count[0]$_DFFE_PN0P_	u_uart_rx.r_rx_data_reg[2]$_DFFE_PN0P_	6
max in group asynchronous	i_rst_n	u_uart_rx.r_rx_prev$_DFF_PN1_	2
==> stage by stage <==
stage               setup WS, ns  hold WS [ns]  power, µW  utilization (%)
finish                     0.721         0.129       1900             37.7
global placement           0.420         0.480       1030             35.1
detailed placement         0.384         0.469       1030             35.1
CTS                        0.700         0.117       1940             37.7
global route               0.514         0.131       1990             37.7
floorplan                   1.01         0.244        974                -
Power is estimated from default activity; no workload was simulated.
